--- /design/flow/design.v ---
module router_fifo(input clock, resetn, write_enb, read_enb, soft_reset, lfd_state,
                   input [7:0] data_in, output full, empty, output [7:0] data_out);
reg [8:0] mem [0:15];
reg [3:0] rd_pointer, wr_pointer;
reg [8:0] packet_out;
wire [8:0]packet;
reg [5:0] length;
reg [4:0] status_count = 0;
assign empty = (status_count == 0 ) ? 1'b1 : 1'b0 ;
assign full = (status_count == 5'd16) ? 1'b1 : 1'b0 ;
assign packet[7:0] = data_in[7:0];
assign packet[8] = lfd_state;
assign data_out = resetn ?  packet_out[7:0] : 8'd0;
always@(posedge clock) begin
    if(full == 1'b0 && write_enb & empty == 1'b0 && read_enb) status_count <= status_count;
    else if (full == 1'b0 && write_enb) status_count <= status_count + 1'b1;
    else if(empty == 1'b0 && read_enb ) status_count <= status_count - 1'b1;
    else status_count <= status_count;
end
always@(posedge clock) begin
    if(!resetn || soft_reset) begin  
        wr_pointer <= 4'd0;
    end
    else if(full == 1'b0 && write_enb) begin  
            mem[wr_pointer[3:0]] <= packet;
            wr_pointer <= wr_pointer + 1'b1;
    end
end
always@(posedge clock) begin
    if(!resetn || soft_reset) begin  
        rd_pointer <= 4'd0;
        packet_out <= 8'dz;
    end
    else begin 
        if(empty == 1'b0 && read_enb ) begin  
                packet_out <= mem[rd_pointer[3:0]];
                rd_pointer <= rd_pointer + 1'b1;
        end
        if (length == 0 && !mem[rd_pointer[3:0]][8]) packet_out <= 8'bz;
    end
end
always@(posedge clock)begin
    if (!resetn || soft_reset) begin
        length <= 0;
    end
    else if(empty == 1'b0 && read_enb ) begin
        if(mem[rd_pointer[3:0]][8])begin
                length <= mem[rd_pointer[3:0]][7:2] + 1'b1;
        end
        else if (length != 0)  begin
                length <= length - 1'b1;
        end
    end
end
endmodule
module counter(output reg [3:0] q, input clk,reset,up_down);
  always @(posedge clk) begin
    if(reset==1)
      q<=0;
    else begin
      if(up_down==1) q <= q+1;
      else if(up_down==0) q <= q-1;
    end
  end
endmodule
module router_fsm(input clock, resetn, pkt_valid, parity_done, soft_reset_0, soft_reset_1, soft_reset_2,
                        fifo_full, low_pkt_valid, fifo_empty_0, fifo_empty_1, fifo_empty_2,
                  input [1:0] data_in,
                  output busy, detect_add, ld_state, laf_state, full_state, write_enb_reg, rst_int_reg, lfd_state);
parameter Decode_Address = 3'b000, 
          Load_First_Data = 3'b001,
          Wait_Till_Empty = 3'b010,
          Load_Data = 3'b011,
          Check_Parity_Error = 3'b100,
          Load_Parity = 3'b101,
          Fifo_Full_State = 3'b110,
          Load_After_Full = 3'b111;
reg [2:0] state, next_state;
always @(posedge clock) begin
    if (!resetn) state <= Decode_Address;
    else if((soft_reset_0 && (data_in[1:0] == 0)) | (soft_reset_1 && (data_in[1:0] == 1)) | (soft_reset_2 && (data_in[1:0] == 2))) state <= Decode_Address;
    else state <= next_state; 
end
always @(*) begin
    case(state)
    Decode_Address : begin  
        if(pkt_valid & (data_in[1:0] == 0 & fifo_empty_0 | data_in[1:0] == 1 & fifo_empty_1 | data_in[1:0] == 2 & fifo_empty_2))
        begin
            next_state = Load_First_Data;
        end
        else if(pkt_valid & (data_in[1:0] == 0 & !fifo_empty_0 | data_in[1:0] == 1 & !fifo_empty_1 | data_in[1:0] == 2 & !fifo_empty_2))
        begin
            next_state = Wait_Till_Empty;
        end
        else next_state = Decode_Address;
    end
    Load_First_Data : next_state = Load_Data;  
    Wait_Till_Empty : begin  
        if( (fifo_empty_0 && (data_in[1:0] == 0)) || (fifo_empty_1 && (data_in[1:0] == 1)) || (fifo_empty_2 && (data_in[1:0] == 2)) ) begin
            next_state = Load_First_Data;
        end
        else next_state = Wait_Till_Empty;
    end
    Load_Data : begin  
        if(fifo_full) next_state = Fifo_Full_State;
        else if (!fifo_full & !pkt_valid) next_state = Load_Parity;
        else next_state = Load_Data;
    end
    Fifo_Full_State : begin  
        if(!fifo_full) next_state = Load_After_Full;
        else next_state = Fifo_Full_State;
    end
    Load_Parity : next_state = Check_Parity_Error;  
    Check_Parity_Error : begin  
        if(fifo_full) next_state= Fifo_Full_State;
        else next_state = Decode_Address;
    end
    Load_After_Full : begin  
        if (parity_done) next_state = Decode_Address;
        else if(low_pkt_valid) next_state = Load_Parity;
        else next_state = Load_Data;
    end
    endcase
end
assign detect_add = (state == Decode_Address);
assign lfd_state = (state == Load_First_Data);
assign busy = (state == Load_First_Data) || (state == Load_Parity) || (state == Fifo_Full_State) || (state == Load_After_Full) || (state == Wait_Till_Empty) || (state == Check_Parity_Error);
assign ld_state = (state == Load_Data)||(state == Load_Parity) ;
assign write_enb_reg = (state == Load_First_Data)|(state == Load_Data)||(state == Load_Parity);
assign full_state = (state == Fifo_Full_State);
assign laf_state = (state == Load_After_Full);  
assign rst_int_reg = (state == Check_Parity_Error);
endmodule
module router_reg(input clock, resetn, pkt_valid, fifo_full, rst_int_reg, detect_add, 
                        ld_state, laf_state, full_state, lfd_state, 
                  output reg parity_done, low_pkt_valid, err, 
                  input [7:0] data_in, output reg [7:0] dout);
reg [7:0] a,c,d,e;
reg [8:0] b [31:0];
reg [4:0] count_b,count_a ;
always@(posedge clock) begin
    if(!resetn) begin
        dout <= 8'd0;
        parity_done <= 1'b0;
        low_pkt_valid <= 1'b0;
        err <= 1'b0;
        count_b <= 0;
        count_a <= 0;
    end
    else begin
    parity_done <= ((ld_state & !fifo_full & !pkt_valid) | (laf_state & low_pkt_valid & !parity_done)) & !detect_add;
    low_pkt_valid <= (ld_state & !pkt_valid);
        if(pkt_valid) begin
            if(detect_add) begin
                dout <= data_in;
                c <= data_in;
            end
            else if(ld_state||lfd_state) begin
                if(full_state) begin
                    b[count_b] <= data_in;
                    count_b <= count_b + 1;
                end
                else if(!full_state) begin
                    if(laf_state) begin
                        dout <= b[count_a];
                        count_a <= count_a + 1;
                    end
                    else begin
                        c <= c^data_in;
                        dout <= data_in;
                    end
                end 
            end 
        end
        else begin
            d <= data_in;
            dout <= data_in;
        end
    end
err <= (c==d) ? 0 : 1 ;
end
endmodule
module router_sync(input detect_add, write_enb_reg, clock, resetn, 
                         read_enb_0, read_enb_1, read_enb_2,
                         empty_0, empty_1, empty_2, 
                         full_0, full_1, full_2, 
                   input [1:0] data_in,
                   output reg vld_out_0, vld_out_1, vld_out_2,
                   output reg soft_reset_0, soft_reset_1, soft_reset_2, 
                   output reg fifo_full,
                   output reg [2:0] write_enb);
reg [1:0] q;
reg [4:0] count0,count1,count2;
always@(*)begin
    if(detect_add) q<= data_in;
    else q <= q;
    vld_out_0 <= !empty_0;
    vld_out_1 <= !empty_1;
    vld_out_2 <= !empty_2;
    case(q)
    2'b00 : begin
            fifo_full = full_0;
            write_enb = {2'b00, write_enb_reg};
            end 
    2'b01 : begin
            fifo_full = full_1;
            write_enb = {1'b0, write_enb_reg,1'b0};
            end
    2'b10 : begin
            fifo_full = full_2;
            write_enb = {write_enb_reg, 2'b00};
            end
    default : begin
                fifo_full = 0;
                write_enb = 3'd0;
    end
    endcase
end
always@(posedge clock) begin
    if(!resetn)begin
        count0<=5'd0;
        count1<=5'd0;
        count2<=5'd0;
    end
    if (vld_out_0) begin
            if (!read_enb_0) begin
              if (count0 == 5'b11101)begin
                    soft_reset_0 <= 1'b1;
                    count0 <= 5'd0;
                end
                else begin
                    soft_reset_0 <= 1'b0;
                    count0 <= count0 + 1'b1;
                end
            end
    end
    if (vld_out_1) begin
            if (!read_enb_1) begin
              if (count1 == 5'b11101)begin
                    soft_reset_1 <= 1'b1;
                    count1 <= 5'd0;
                end
                else begin
                    soft_reset_1 <= 1'b0;
                    count1 <= count1 + 1'b1;
                end
            end
    end
    if (vld_out_2) begin
            if (!read_enb_2) begin
              if (count2 == 5'b11101)begin
                    soft_reset_2 <= 1'b1;
                    count2 <= 5'd0;
                end
                else begin
                    soft_reset_2 <= 1'b0;
                    count2 <= count2 + 1'b1;
                end
            end
    end
end
endmodule
module router_top(input clock, resetn, read_enb_0, read_enb_1, read_enb_2, pkt_valid,
                  input [7:0] data_in, output [7:0] data_out_0, data_out_1, data_out_2,
                  output valid_out_0, valid_out_1, valid_out_2, error, busy);
wire parity_done,detect_add;
wire ld_state, laf_state, full_state, write_enb_reg, rst_int_reg, lfd_state;
wire [2:0] fifo_empty, full,w_enb, write_enb, soft_reset_temp;
wire fifo_full,low_pkt_valid,soft_reset_0,soft_reset_1,soft_reset_2;
wire [7:0] dout;
wire read_enb_temp[2:0];
wire [7:0] data_out_temp[2:0];
assign soft_reset_temp[0] = soft_reset_0;
assign soft_reset_temp[1] = soft_reset_2;
assign soft_reset_temp[2] = soft_reset_1;
assign read_enb_temp[0] = read_enb_0;
assign read_enb_temp[1] = read_enb_1;
assign read_enb_temp[2] = read_enb_2;
assign data_out_0 = data_out_temp[0];
assign data_out_1 = data_out_temp[1];
assign data_out_2 = data_out_temp[2];
router_fsm dut1(.clock(clock),
                .resetn(resetn),
                .pkt_valid(pkt_valid),
                .parity_done(parity_done),
                .soft_reset_0(soft_reset_0),
                .soft_reset_1(soft_reset_1),
                .soft_reset_2(soft_reset_2),
                .fifo_full(fifo_full),
                .low_pkt_valid(low_pkt_valid),
                .fifo_empty_0(fifo_empty[0]),
                .fifo_empty_1(fifo_empty[1]),
                .fifo_empty_2(fifo_empty[2]),
                .data_in(data_in[1:0]),
                .busy(busy),
                .detect_add(detect_add),
                .ld_state(ld_state),
                .laf_state(laf_state),
                .full_state(full_state),
                .write_enb_reg(write_enb_reg),
                .rst_int_reg(rst_int_reg),
                .lfd_state(lfd_state));
router_reg dut2(.clock(clock),
                .resetn(resetn),
                .pkt_valid(pkt_valid),
                .fifo_full(fifo_full),
                .detect_add(detect_add),
                .ld_state(ld_state),
                .laf_state(laf_state),
                .full_state(full_state),
                .rst_int_reg(rst_int_reg),
                .lfd_state(lfd_state),
                .parity_done(parity_done),
                .low_pkt_valid(low_pkt_valid),
                .err(error),
                .data_in(data_in),
                .dout(dout));
router_sync dut3(.clock(clock),
                .resetn(resetn),
                .detect_add(detect_add),
                .read_enb_0(read_enb_0),
                .read_enb_1(read_enb_1),
                .read_enb_2(read_enb_2),
                .write_enb_reg(write_enb_reg),
                .empty_0(fifo_empty[0]),
                .empty_1(fifo_empty[1]),
                .empty_2(fifo_empty[2]),
                .full_0(full[0]),
                .full_1(full[1]),
                .full_2(full[2]),
                .data_in(data_in[1:0]),
                .vld_out_0(valid_out_0),
                .vld_out_1(valid_out_1),
                .vld_out_2(valid_out_2),
                .soft_reset_0(soft_reset_0),
                .soft_reset_1(soft_reset_1),
                .soft_reset_2(soft_reset_2),
                .fifo_full(fifo_full),
                .write_enb(w_enb));
genvar x;
generate for (x= 0 ; x<3 ; x = x+1)
begin:fifo
	router_fifo f(.clock(clock),
                  .resetn(resetn), 
                  .soft_reset(soft_reset_temp[x]),
	              .lfd_state(lfd_state),
                  .write_enb(w_enb[x]),
                  .data_in(dout), 
                  .read_enb(read_enb_temp[x]),
	              .full(full[x]), 
                  .empty(fifo_empty[x]), 
                  .data_out(data_out_temp[x]));
end
endgenerate	
endmodule
--- /design/flow/run.sh ---
#!/bin/bash
# OpenROAD 26Q1-2900-gdf79404cd8, Yosys 0.63+post, stock flow scripts
make -C /OpenROAD-flow-scripts/flow DESIGN_CONFIG=/design/flow/config.mk WORK_HOME=/design/flow/orfs finish
--- /design/flow/config.mk ---
export PLATFORM = sky130hd
export DESIGN_NAME = router_top
export DESIGN_NICKNAME = router_top
export VERILOG_FILES = /design/flow/design.v
export SDC_FILE = /design/flow/constraint.sdc
export NUM_CORES = 4
export LEC_CHECK = 1
export CORE_UTILIZATION = 30
--- /design/flow/constraint.sdc ---
current_design router_top

set clk_period 8.8
set clk_io_pct 0.2

create_clock -name clk0 -period $clk_period [get_ports {clock}]

set non_clock_inputs [all_inputs -no_clocks]
set_input_delay [expr $clk_period * $clk_io_pct] -clock clk0 $non_clock_inputs
set_output_delay [expr $clk_period * $clk_io_pct] -clock clk0 [all_outputs]
==> impl_metrics.json <==
{
  "outcome": "completed",
  "setup_viol": 0,
  "track_usage": 0.141,
  "finalClockPeriodUsage": 0.540,
  "edf_count": 746,
  "row_count": 123,
  "clk_pin_slew_worst_paths_ns": 0.06,
  "setup_tns_ns": 0,
  "dr.pass1.iters": 5,
  "flop_cell": "edfxtp_1",
  "syn_area_per_cell_um2": 17.9,
  "finalWorstPathRequiredPeriod_ns": 4.75,
  "grt_setup_unrepaired": "false",
  "drv_slew": 0,
  "h-tree-depth": 3,
  "drv_cap": 0,
  "top_area_cell": "edfxtp_1",
  "ctsHoldBuffers": 0,
  "final_area_um2": 39100,
  "arrival_ns": 2.99,
  "synth_cell_types": 59,
  "powerDensity_nw_per_um2": 222,
  "worstPathMaxFanout": 35,
  "dieArea_um2": 115000,
  "cts-root-buf": "clkbuf_16",
  "wl_mm": 75.5,
  "ant_nets": 0,
  "cts_setup_buffers": 0,
  "drive_above_1_share": 0.181,
  "syn_area_um2": 34000,
  "dp_hpwl_mm": 47.5,
  "synth_chip_area_um2": 34000,
  "initCoreUtil": 0.303,
  "wire_per_inst_um": 21.2,
  "postSynthCellCount": 1900,
  "finalWeightedCongestion": 0.866,
  "clock_path_buffers": 3,
  "numCtsBuffers": 87,
  "yosys_warnings": 7,
  "cts_tree": "built",
  "grt_pass1_vias": 18800,
  "worstSetupStartpointType": "primary input",
  "r2r_cells": 6,
  "fp.dieW_um": 339,
  "core_area_um2": 112000,
  "drt-initial-drc-count": 1099,
  "placed_area_um2": 36200,
  "clock_skew_ns": 0.0256,
  "fillerInstances": 10300,
  "areaGrowthSynthToFinish_pct": 14.9,
  "worstMarginPinSlew_ns": 0.987,
  "slew_headroom": 0.340,
  "ys_cells": 1900,
  "vias": 17400,
  "final_hold_viol_count": 0,
  "hp-class": "reg -> reg",
  "cts.repair.resized": 0,
  "ir_drop_mv": 0.136,
  "critPathKind": "in -> out",
  "port-buffer-count": 42,
  "grt_pass1_wl_mm": 115,
  "required_ns": 7.04,
  "antenna_found_initial": 4,
  "total_power_w": 0.00866,
  "pin_count": 43,
  "p_leak_nw": 12.2,
  "numSynthFlops": 851,
  "unclocked_pins": 2,
  "layout_top_cell": "edfxtp_1",
  "endpoint_kind": "output pin",
  "untimed_endpoints": 2,
  "overflow": 0,
  "layout_top_cells": "746 x edfxtp_1, 181 x mux4_2, 170 x nor2_1, 95 x nand2_1, 89 x dfxtp_1",
  "vias_per_cell": 4.87,
  "warnings": 43,
  "fmaxAchievable_ghz": 0.210,
  "clock_latency_ns": 0.65,
  "grt_max_degree": 65,
  "hold_ws_ns": 0.462,
  "die-height_um": 339,
  "hold_depth": 2,
  "synth_top_area_share": 0.659,
  "drc_errors": 0,
  "top_cells_by_area": "edfxtp_1 66%, mux4_2 12%, dfxtp_1 6.1%",
  "ys_async_sr_fraction": 0
}
synthesized netlist by cell type, drive strengths merged, types with 3 or more instances:
master,instances
a211oi,3
a21o,7
a21oi,37
a221oi,12
a22oi,20
a31oi,8
and2,35
and3,14
buf,33
clkbuf,41
clkinv,3
dfxtp,103
edfxtp,746
fa,3
ha,44
inv,35
mux2i,38
mux4,192
nand2,95
nand2b,12
nand3,29
nand3b,7
nand4,14
nor2,170
nor2b,13
nor3,9
nor3b,4
nor4,8
o21ai,56
o21bai,3
o22ai,3
o31ai,7
or3,9
xnor2,27
xor2,37
through the flow:
stage | util | setup slack, ns | std cells
5_1_grt | 0.348 | 3.89 | 3566
2_1_floorplan | - | 4.95 | 1900
4_1_cts | 0.348 | 3.98 | 3565
3_3_place_gp | 0.322 | 3.73 | 3405
6_report | 0.348 | 4.05 | 3566
3_5_place_dp | 0.322 | 3.64 | 3405
state kept, by name (all words and copies together) (netlist names), 2 cells and up, named ones only:
| register | flops |
|---|---|
| fifo.f.length | 18 |
| dut2.count_b | 5 |
| fifo.f.status_count | 15 |
| fifo.f.packet_out | 24 |
| dut3.count0 | 5 |
| dut2.dout | 8 |
| dut2.d | 8 |
| dut2.count_a | 5 |
| dut3.count2 | 5 |
| dut1.state | 8 |
| dut3.q | 2 |
| dut2.b | 256 |
| fifo.f.mem | 432 |
| fifo.f.wr_pointer | 12 |
| dut2.c | 8 |
| fifo.f.rd_pointer | 12 |
| dut3.count1 | 5 |
final timing paths:
path | to | startpoint | slack [ns]
worst max-delay path | data_out_1[4] | resetn | 4.05
worst min-delay path | dut1.state[0] | dut1.state[1] | 0.46
worst max register to register | fifo[2].f.packet_out[2] | flop | 5.16
worst min register to register | dut1.state[0] | dut1.state[1] | 0.46
cell families (layout without fill, tap and decap cells):
group	count (synthesis)	count (layout)	synth area share
xor gates and xnor gates	64	64	0.0165
muxes	232	232	0.140
adders and majority gates	47	47	0.0180
other	0	1	0
buffers and inverters	112	277	0.0152
AOI/OAI and AO/OA	171	171	0.0319
DFF	849	849	0.720
and+or+nand+nor	423	423	0.0576
latches	2	2	0.000883
report_power, final:
group	switching [W]	internal (W)
sequential	0.0000657	0.00446
combinational	0.000275	0.000190
clock	0.00152	0.00215
total	0.00186	0.00680
layout make-up:
type                       count  area [um^2]  share of cell area
antenna                        1         2.50           0.0000640
clock buffer                 105         2310              0.0592
clock inverter                55          557              0.0142
inverter                      38          143             0.00365
multi-input combinational    937         8980               0.230
sequential                   851        24500               0.627
tap                         1500         1880              0.0480
timing repair buffer          79          683              0.0175
per-layer routing:
metal  track usage  wire, um  up-vias
li1              -         -     7726
met1         0.166     26700     8622
met2         0.219     36400      913
met3        0.0922     10400      120
met4        0.0305      1890        2
met5        0.0117        46        -
critical path, stage by stage:
cell	delay [ns]
buf_2	0.08
buf_4	0.44
and2_1	0.22
clkdlybuf4s50_1	0.46
