==> /design/flow/design.v <==
module aclk_areg(input load_new_alarm, clock, reset,
                  input [3:0] new_alarm_ms_hr, new_alarm_ls_hr, new_alarm_ms_min, new_alarm_ls_min,
                  output reg[3:0] alarm_time_ms_hr, alarm_time_ls_hr, alarm_time_ms_min, alarm_time_ls_min );
always @ (posedge clock or posedge reset)
begin
  if(reset) begin
    alarm_time_ms_hr <= 4'b0;
    alarm_time_ls_hr <= 4'b0;
    alarm_time_ms_min <= 4'b0;
    alarm_time_ls_min <= 4'b0;
  end
  else if (load_new_alarm) begin
    alarm_time_ms_hr <= new_alarm_ms_hr;
    alarm_time_ls_hr <= new_alarm_ls_hr;
    alarm_time_ms_min <= new_alarm_ms_min;
    alarm_time_ls_min <= new_alarm_ls_min;
  end
end
endmodule
module aclk_controller(input clock, reset, one_second, alarm_button, time_button, input[3:0] key,
                       output reset_count, load_new_c, show_new_time, show_a, load_new_a, shift);
reg [2:0] pre_state,next_state;
wire time_out;
reg [3:0] count1,count2;
parameter SHOW_TIME         = 3'b000;
parameter KEY_ENTRY         = 3'b001;
parameter KEY_STORED        = 3'b010;
parameter SHOW_ALARM        = 3'b011;
parameter SET_ALARM_TIME    = 3'b100;
parameter SET_CURRENT_TIME  = 3'b101;
parameter KEY_WAITED        = 3'b110;
parameter NOKEY             = 10;
always @ (posedge clock or posedge reset)
begin
if (reset) count1 <= 0;
else if (pre_state != KEY_ENTRY) count1 <= 0;
else if (count1 == 4'd9) count1 <= 0;
  else count1 <= count1 + 1'b1;
end
always @ (posedge clock or posedge reset)
begin
if (reset) count2 <= 0;
else if (pre_state != KEY_WAITED) count2 <= 0;
else if (count2 == 4'd9) count2 <= 0;
else count2 <= count2 + 1'b1;
end
assign time_out = (count2 == 4'd9) || (count1 == 4'd9) ? 0 : 1;
always @ (posedge clock or posedge reset) 
begin
if (reset) pre_state <= SHOW_TIME;
else pre_state <= next_state;
end
always @ (pre_state or key or alarm_button or time_button or time_out)
begin
  case(pre_state)
       SHOW_TIME  : begin
              if (alarm_button) next_state = SHOW_ALARM;
              else if(key != 10) next_state = KEY_STORED;
							else next_state = SHOW_TIME;  
                    end
       KEY_STORED : 
        next_state = KEY_WAITED;
       KEY_WAITED : begin
                    if(key == 10) next_state= KEY_ENTRY;
                    else if(time_out == 0) next_state = SHOW_TIME;
                   else next_state = KEY_WAITED;
	           end
       KEY_ENTRY  : begin
                    if(alarm_button) next_state = SET_ALARM_TIME;
                      else if (time_button) next_state = SET_CURRENT_TIME;
                     else if (time_out == 0) next_state = SHOW_TIME;
                     else if (key != 10) next_state = KEY_STORED;
                    else next_state = KEY_ENTRY;
                    end
      SHOW_ALARM  : begin
                      	if (alarm_button) next_state = SHOW_ALARM;
                        else next_state = SHOW_TIME;  
                    end
   SET_ALARM_TIME : next_state = SHOW_TIME;
   SET_CURRENT_TIME : next_state = SHOW_TIME;
          default : next_state = SHOW_TIME;
  endcase
end
assign show_new_time = (pre_state == KEY_ENTRY) | (pre_state == KEY_STORED) | (pre_state == KEY_WAITED);
assign show_a = (pre_state == SHOW_ALARM);
assign load_new_a = (pre_state == SET_ALARM_TIME);
assign load_new_c = (pre_state == SET_CURRENT_TIME);
assign reset_count = (pre_state == SET_CURRENT_TIME);
assign shift = (pre_state == KEY_STORED);                                                     
endmodule
module aclk_counter (input clk,reset,one_minute,load_new_c,
                input[3:0] new_current_time_ms_hr,new_current_time_ms_min,new_current_time_ls_hr,new_current_time_ls_min,
		        output reg [3:0] current_time_ms_hr,current_time_ms_min,current_time_ls_hr,current_time_ls_min);
always@( posedge clk or posedge reset)                                         
 begin              
    if(reset)
    begin
        current_time_ms_hr <= 4'd0;
        current_time_ls_hr <= 4'd0;
        current_time_ms_min <= 4'd0;
        current_time_ls_min <= 4'd0;
    end
    else if (load_new_c) begin
         current_time_ms_hr <= new_current_time_ms_hr;
        current_time_ls_hr <= new_current_time_ls_hr;
        current_time_ms_min <= new_current_time_ms_min;
        current_time_ls_min <= new_current_time_ls_min;
    end                                                                 
    else if(one_minute) begin
        if(current_time_ms_hr == 4'd2 && current_time_ls_hr == 4'd3 && current_time_ms_min == 4'd5 && current_time_ls_min == 4'd9)
        begin
        current_time_ms_hr <= 4'd0;
        current_time_ls_hr <= 4'd0;
        current_time_ms_min <= 4'd0;
        current_time_ls_min <= 4'd0; 
        end
        else if (current_time_ls_hr == 4'd9 && current_time_ms_min == 4'd5 && current_time_ls_min == 4'd9)
        begin
        current_time_ms_hr <= current_time_ms_hr + 1'b1;
        current_time_ls_hr <= 4'd0;
        current_time_ms_min <= 4'd0;
        current_time_ls_min <= 4'd0;
        end
        else if(current_time_ms_min == 4'd5 && current_time_ls_min == 4'd9)
        begin
        current_time_ls_hr <= current_time_ls_hr + 1'b1;
        current_time_ms_min <= 4'd0;
        current_time_ls_min <= 4'd0;
        end
        else if (current_time_ls_min == 4'd9) 
        begin
            current_time_ms_min <= current_time_ms_min + 1'b1;
            current_time_ls_min <= 4'd0;
        end
        else current_time_ls_min <= current_time_ls_min + 1'b1;
    end
 end
endmodule
module aclk_keyreg(input reset,clock,shift, input[3:0]key,
                   output reg [3:0] key_buffer_ls_min, key_buffer_ms_min, key_buffer_ls_hr, key_buffer_ms_hr);
always @(posedge clock or posedge reset) begin
    if(reset) begin
        key_buffer_ls_min <= 4'b0;
        key_buffer_ms_min <= 4'b0;
        key_buffer_ls_hr <= 4'b0;
        key_buffer_ms_hr <= 4'b0;
    end
    else if(shift) begin
        key_buffer_ls_min <= key;
        key_buffer_ms_min <= key_buffer_ls_min;
        key_buffer_ls_hr <= key_buffer_ms_min;
        key_buffer_ms_hr <= key_buffer_ls_hr;
    end
end
endmodule
module aclk_lcd_display(input[3:0] alarm_time_ms_hr, alarm_time_ls_hr, alarm_time_ms_min, alarm_time_ls_min,
                        current_time_ms_hr, current_time_ls_hr, current_time_ms_min, current_time_ls_min,
                        key_ms_hr, key_ls_hr, key_ms_min, key_ls_min,
                      input show_a, show_current_time,
                      output [7:0] display_ms_hr, display_ls_hr, display_ms_min, display_ls_min,
                      output sound_a);
wire sound_alarm1,sound_alarm2,sound_alarm3,sound_alarm4;
assign sound_a = sound_alarm1 & sound_alarm2 & sound_alarm3 & sound_alarm4;
aclk_lcd_driver MS_HR (.alarm_time(alarm_time_ms_hr), 
                  .current_time(current_time_ms_hr),
                  .key(key_ms_hr),
                  .show_alarm(show_a),
                  .show_new_time(show_current_time),
                  .display_time(display_ms_hr),
                  .sound_alarm(sound_alarm1));
aclk_lcd_driver LS_HR (.alarm_time(alarm_time_ls_hr), 
                  .current_time(current_time_ls_hr),
                  .key(key_ls_hr),
                  .show_alarm(show_a),
                  .show_new_time(show_current_time),
                  .display_time(display_ls_hr),
                  .sound_alarm(sound_alarm2));
aclk_lcd_driver MS_MIN (.alarm_time(alarm_time_ms_min), 
                  .current_time(current_time_ms_min),
                  .key(key_ms_min),
                  .show_alarm(show_a),
                  .show_new_time(show_current_time),
                  .display_time(display_ms_min),
                  .sound_alarm(sound_alarm3));
aclk_lcd_driver LS_MIN (.alarm_time(alarm_time_ls_min), 
                  .current_time(current_time_ls_min),
                  .key(key_ls_min),
                  .show_alarm(show_a),
                  .show_new_time(show_current_time),
                  .display_time(display_ls_min),
                  .sound_alarm(sound_alarm4));
endmodule
module aclk_lcd_driver (input [3:0] alarm_time,key,current_time,input show_alarm,show_new_time,
                            output reg [7:0] display_time,output reg sound_alarm);
reg [3:0]display_value ; 
parameter ZERO = 8'h30,ONE = 8'h31,TWO = 8'h32, THREE = 8'h33, FOUR = 8'h34, FIVE = 8'h35,
          SIX = 8'h36, SEVEN = 8'h37, EIGHT = 8'h38, NINE = 8'h39, ERROR  = 8'h3A;
always @ (alarm_time or current_time or show_alarm or show_new_time or key) begin
    case({show_alarm,show_new_time})
        2'b00 : display_value = current_time;
        2'b01 : display_value = key;
        2'b10 : display_value = alarm_time;
        default: display_value = display_value;
    endcase
    sound_alarm <= (current_time == alarm_time);
  end
always @ (display_value)
  begin
    case (display_value)
        4'd0 : display_time = ZERO;
        4'd1 : display_time = ONE;
        4'd2 : display_time = TWO;
        4'd3 : display_time = THREE;
        4'd4 : display_time = FOUR;
        4'd5 : display_time = FIVE;
        4'd6 : display_time = SIX;
        4'd7 : display_time = SEVEN;
        4'd8 : display_time = EIGHT;
        4'd9 : display_time = NINE;
       default : display_time = ERROR;
    endcase
   end 
endmodule	    
module aclk_timegen(input clk,reset,reset_count,fast_watch, output reg one_minute, one_second);
reg [14:0] i = 15'd0;
always@(posedge clk or posedge reset)begin
    if(reset) begin
        one_minute <= 0;
        one_second <= 0;
    end
    else if(reset_count) begin
        one_minute <= 0;
        one_second <= 0;
    end
    else if(!fast_watch)begin
            if (i[7:0] == 8'd255) one_second <= 1;
            else one_second <= 0;
            if (i[13:0] == 14'd15359) begin
                one_minute <= 1;
                i = 15'd0;
            end
            else one_minute <= 0;
            i = i + 1'b1;
        end
    else if(fast_watch)begin
        if (i[7:0] == 8'd255)  one_minute <= 1;
        else one_minute <= 0;
        i = i + 1'b1;
    end
end
endmodule
module alarm_clock_top(input clock,reset,time_button,alarm_button,fast_watch,input [3:0] key,
		       			 output [7:0] ms_hour,ls_hour,ms_minute,ls_minute,output alarm_sound);
wire reset_count, one_minute, one_second, load_new_c, show_current_time, show_a, load_new_a, shift;
wire [3:0] alarm_time_ms_hr, alarm_time_ls_hr, alarm_time_ms_min, alarm_time_ls_min,
			current_time_ms_hr, current_time_ms_min, current_time_ls_hr, current_time_ls_min,
			key_buffer_ls_min, key_buffer_ms_min, key_buffer_ls_hr, key_buffer_ms_hr; 
aclk_timegen timegen(clock,reset,reset_count,fast_watch,one_minute,one_second);
aclk_counter counter(clock, reset, one_minute, load_new_c,
				key_buffer_ms_hr, key_buffer_ms_min, key_buffer_ls_hr, key_buffer_ls_min,
		        current_time_ms_hr, current_time_ms_min, current_time_ls_hr, current_time_ls_min);
aclk_areg alrm_reg(load_new_a, clock, reset,
                  key_buffer_ms_hr, key_buffer_ls_hr, key_buffer_ms_min, key_buffer_ls_min,
                  alarm_time_ms_hr, alarm_time_ls_hr, alarm_time_ms_min, alarm_time_ls_min );
aclk_keyreg key_reg(reset,clock,shift, key,
                   key_buffer_ls_min, key_buffer_ms_min, key_buffer_ls_hr, key_buffer_ms_hr); 
aclk_controller fsm(clock, reset, one_second, alarm_button, time_button,  key,
                        reset_count, load_new_c, show_current_time, show_a, load_new_a, shift);
aclk_lcd_display display(alarm_time_ms_hr, alarm_time_ls_hr, alarm_time_ms_min, alarm_time_ls_min,
                        current_time_ms_hr, current_time_ls_hr, current_time_ms_min, current_time_ls_min,
                        key_buffer_ms_hr, key_buffer_ls_hr, key_buffer_ms_min, key_buffer_ls_min,
                       show_a, show_current_time,
                      ms_hour,ls_hour,ms_minute,ls_minute,  
                       alarm_sound); 
endmodule
==> /design/flow/run.sh <==
#!/bin/bash
# OpenROAD 26Q1-2900-gdf79404cd8, Yosys 0.63+post, stock flow scripts
make -C /OpenROAD-flow-scripts/flow DESIGN_CONFIG=/design/flow/config.mk WORK_HOME=/design/flow/orfs finish
==> /design/flow/config.mk <==
export PLATFORM = sky130hd
export DESIGN_NAME = alarm_clock_top
export DESIGN_NICKNAME = alarm_clock_top
export VERILOG_FILES = /design/flow/design.v
export SDC_FILE = /design/flow/constraint.sdc
export NUM_CORES = 4
export LEC_CHECK = 1
export CORE_UTILIZATION = 50
==> /design/flow/constraint.sdc <==
current_design alarm_clock_top

set clk_period 6.0
set clk_io_pct 0.2

create_clock -name clk0 -period $clk_period [get_ports {clock}]

set non_clock_inputs [all_inputs -no_clocks]
set_input_delay [expr $clk_period * $clk_io_pct] -clock clk0 $non_clock_inputs
set_output_delay [expr $clk_period * $clk_io_pct] -clock clk0 [all_outputs]
==> results.json <==
{
  "clkTransAtPathRegs_ns": 0.08,
  "ys_types": 57,
  "num_vias": 3255,
  "final_cell_mix": "dfrtp_1, mux2_2, nand2_1",
  "rows": 35,
  "postSynth.asyncResetShare_pct": 68.1,
  "synth_flops": 94,
  "grt_pass1_vias": 3040,
  "rsz0062_at_grt": "no",
  "post-cts-setup-buffer-count": 0,
  "yosysWarnings": 6,
  "cpMaxStageDelayCell": "clkdlybuf4s50_1",
  "hold_viol_final": 0,
  "grt_remaining_overflow": 0,
  "timing.final.crit_share_pct": 54.6,
  "viasPerCell": 5.68,
  "status": "finished clean",
  "syn_avg_cell_area_um2": 10.6,
  "htree_levels": 3,
  "grt_antenna_before_repair": 0,
  "cp_data_required_time_ns": 4.80,
  "path_class": "flip-flop to output pin",
  "portBuffers": 25,
  "cp-end-kind": "output pin",
  "maxSlewViolCount": 0,
  "grt_pass1_wl_um": 15800,
  "startpoint_type": "flip-flop",
  "clock_latency_ns": 0.35,
  "ctsHoldBuffers": 0,
  "hold_path.class": "flip-flop to flip-flop",
  "cts.repair.resized": 0,
  "netlist_area_um2": 4700,
  "drv_cap": 0,
  "warnings": 33,
  "skew_ns": 0.0102,
  "pre_cts_ws_ns": 2.84,
  "flop_cell": "dfrtp_1",
  "drt-total-wl_um": 9120,
  "cts_root_buffer": "clkbuf_8",
  "layout_top_cell": "dfrtp_1",
  "period_minus_slack_ns": 3.28,
  "p_leak_nw": 2.26,
  "drive_above_1_share_pct": 13.0,
  "max_slew_margin_pct": 43.9,
  "cts_tree": "done",
  "finalSetupViolations": 0,
  "fin_ws_ns": 2.72,
  "untimed_endpoints": 32,
  "synth-edff-count": 14,
  "setup_tns_ns": 0,
  "dpl.hpwl_um": 6320,
  "placed_area_um2": 4940,
  "drc_errors": 0,
  "final_cell_area_um2": 5130,
  "dr.pass1.iters": 4,
  "ys_area_um2": 4700,
  "unclocked_regs": 16,
  "slowest_delay_ns": 0.54,
  "power_density_nw_per_um2": 312,
  "crit_path_max_fanout": 7,
  "cp.arrival_ns": 2.08,
  "coreArea_um2": 9150,
  "grt_max_degree": 41,
  "insertedDiodeCount": 0,
  "ir_drop_mv": 0.172,
  "die_h_um": 99.0,
  "ant_nets": 0,
  "floorplan.core_util_pct": 51.4,
  "grtUsageTotal_pct": 21.4,
  "area_delta_synth_final_pct": 9.08,
  "die_w_um": 99.0,
  "fmax_ghz": 0.305,
  "finalPower_w": 0.00160,
  "worst_pin_slew_ns": 0.841,
  "place_congestion": 0.919,
  "clockBufferDepth": 2,
  "io_pins": 42,
  "syn_inst": 442,
  "wl_per_cell_um": 15.9,
  "die_area_um2": 9790,
  "ys_cells": 442,
  "crit_chain": "xnor2_1, nand4_1, nor4_1, clkdlybuf4s50_1",
  "cts_buffers": 9,
  "drt-initial-drc-count": 116
}
-- where the power goes --
part	leakage (nW)	switching (W)	total, W	internal [W]
combinational	1.04	0.000222	0.000409	0.000187
sequential	1.11	0.000145	0.000813	0.000667
clock	0.0980	0.000191	0.000380	0.000189
total	2.26	0.000558	0.00160	0.00104
-- registers in the layout, indices dropped and copies added (netlist names) --
name and flops:
alrm_reg.alarm_time_ls_min 4, counter.current_time_ms_hr 4, alrm_reg.alarm_time_ms_hr 4, counter.current_time_ls_min 4, key_reg.key_buffer_ms_min 4, timegen.one_minute 1, counter.current_time_ls_hr 4, alrm_reg.alarm_time_ms_min 4
display.MS_HR.display_value 4, alrm_reg.alarm_time_ls_hr 4, display.LS_HR.display_value 4, fsm.count1 4, display.MS_MIN.display_value 4, fsm.count2 4, counter.current_time_ms_min 4, key_reg.key_buffer_ls_min 4
key_reg.key_buffer_ms_hr 4, timegen.i 14, fsm.pre_state 7, display.LS_MIN.display_value 4, key_reg.key_buffer_ls_hr 4
-- cells in the mapped netlist (6+ instances only) --
cell      instances  share of area (%)
xor2_1            6                1.1
nand3_1          10                1.1
ha_1             16                4.3
clkbuf_1         13                1.0
inv_1            15                1.2
and2_1            8                1.1
nor3_1            6               0.64
dfrtp_1          63                 34
nand3b_1          6               0.96
nand4_1          14                1.9
a22oi_1          14                2.2
mux2_2           33                7.9
nand2_1          28                2.2
xnor2_1          27                5.0
o21ai_0          20                2.1
a221oi_1          6                1.1
buf_4            20                3.2
and3_1            6               0.80
a21oi_1          11                1.2
dlxtn_1          16                5.1
nor2_1           24                1.9
edfxtp_1         14                8.9
a21o_1            6               0.96
nor2b_1           7               0.93
-- critical path, delay by kind of cell, from the launching register on --
| kind | cells | cell delay, ns |
|---|---|---|
| xor gates and xnor gates | 1 | 0.26 |
| and+or+nand+nor | 2 | 0.45 |
| DFF | 1 | 0.48 |
| buffers and inverters | 1 | 0.54 |
-- cell type report --
type                       count  area, um^2
clock inverter                 7        65.1
multi-input combinational    308        2200
sequential                    94        2260
inverter                      15        56.3
tap                          111         139
timing repair buffer          29         280
clock buffer                   9         124
fill                         792        4030
-- final timing paths --
path | from | endpoint | slack (ns) | depth (start not counted)
worst max register to register | counter.current_time_ls_min[0] | counter.current_time_ms_hr[1] | 3.84 | 5
max in group asynchronous | reset | fsm.pre_state[0] | 3.82 | 3
min in group asynchronous | reset | timegen.one_minute | 1.26 | 2
worst min register to register | fsm.count1[0] | fsm.count1[0] | 0.50 | 1
worst max-delay path | counter.current_time_ls_min[0] | alarm_sound | 2.72 | 4
worst min-delay path | fsm.count1[0] | fsm.count1[0] | 0.50 | 1
-- per-layer routing --
| metal | track usage (%) | up-vias | part of all wire, % |
|---|---|---|---|
| li1 | - | 1573 | - |
| met1 | 36.7 | 1579 | 49 |
| met2 | 30.8 | 85 | 44 |
| met3 | 3.39 | 18 | 4.3 |
| met4 | 4.25 | 0 | 2.2 |
| met5 | 0 | - | 0 |
-- cells by family (layout without fill, tap and decap cells) --
kind of cell,Yosys count,count (layout),share of synthesized area [%]
xor+xnor,33,33,6.15
flops,78,78,43.0
mux,35,35,8.33
buf+inv,54,60,6.17
fa+ha+maj,16,16,4.26
simple gates,128,128,15.0
other cells,2,16,0.160
latches,16,16,5.11
compound gates,80,80,11.8
-- through the flow --
stage | cells | hold slack, ns | utilization (%)
2_1_floorplan | 456 | 0.460 | -
5_1_grt | 573 | 0.517 | 56.0
3_3_place_gp | 557 | 0.480 | 54.0
4_1_cts | 573 | 0.503 | 56.0
6_report | 573 | 0.497 | 56.0
3_5_place_dp | 557 | 0.485 | 54.0
Power is estimated from default activity; no workload was simulated.
